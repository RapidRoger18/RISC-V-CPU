**flow/run.sh**
```bash
#!/bin/bash
# OpenROAD 26Q1-2900-gdf79404cd8, Yosys 0.63+post, stock flow scripts
make -C /OpenROAD-flow-scripts/flow DESIGN_CONFIG=/design/flow/config.mk WORK_HOME=/design/flow/orfs finish
```
**flow/config.mk**
```make
export PLATFORM = sky130hd
export DESIGN_NAME = seven_seg
export DESIGN_NICKNAME = seven_seg
export VERILOG_FILES = /design/flow/design.v
export SDC_FILE = /design/flow/constraint.sdc
export NUM_CORES = 4
export LEC_CHECK = 1
export CORE_AREA = 10 10 96 96
export DIE_AREA = 0 0 106 106
export SYNTH_HDL_FRONTEND = slang
```
**flow/constraint.sdc**
```tcl
current_design seven_seg

set clk_period 1.8
set clk_io_pct 0.2

create_clock -name clk0 -period $clk_period

set non_clock_inputs [all_inputs -no_clocks]
set_input_delay [expr $clk_period * $clk_io_pct] -clock clk0 $non_clock_inputs
set_output_delay [expr $clk_period * $clk_io_pct] -clock clk0 [all_outputs]
```
**flow/design.v**
```verilog
module seven_seg(
input clk,
input [31:0]bcd,
input [6:0]opcode,
output [6:0]s1,
output [6:0]s2,
output [6:0]s3,
output [6:0]s4,
output [6:0]s5,
output [6:0]s6,
output [6:0]s7,
output [6:0]s8
);
function [6:0] seg7 (
input [3:0] bcd,
input [6:0] opcode
);
	begin
		case(bcd)
			4'b0000 : seg7 = 7'h7E;  
			4'b0001 : seg7 = 7'h30;  
			4'b0010 : seg7 = 7'h6D;  
			4'b0011 : seg7 = 7'h79;  
			4'b0100 : seg7 = 7'h33;  
			4'b0101 : seg7 = 7'h5B;	 
			4'b0110 : seg7 = 7'h5F;	 
			4'b0111 : seg7 = 7'h70;	 
			4'b1000 : seg7 = 7'h7F;	 
			4'b1001 : seg7 = 7'h7B;	 
			4'b1010 : seg7 = 7'h77;	 
			4'b1011 : seg7 = 7'h1F;  
			4'b1100 : seg7 = 7'h4E;	 
			4'b1101 : seg7 = 7'h3D;	 
			4'b1110 : seg7 = 7'h4F;	 
			4'b1111 : seg7 = 7'h47;	 
		endcase 
	end
endfunction  
 assign s3 = seg7(bcd[11:8],opcode[6:0]);
 assign s1 = seg7(bcd[3:0],opcode[6:0]);
 assign s2 = seg7(bcd[7:4],opcode[6:0]);
 assign s4 = seg7(bcd[15:12],opcode[6:0]);
 assign s5 = seg7(bcd[19:16],opcode[6:0]);
 assign s6 = seg7(bcd[23:20],opcode[6:0]);
 assign s7 = seg7(bcd[27:24],opcode[6:0]);
 assign s8 = seg7(bcd[31:28],opcode[6:0]);
endmodule 
```
==> flow_results.xml <==
<?xml version="1.0" encoding="UTF-8"?>
<metrics>
  <group name="final_timing">
    <metric name="postLayoutSetupSlackWorst" unit="ps">-26.5</metric>
    <metric name="timing_hold_violations_final" unit="">0</metric>
    <metric name="slew_headroom" unit="">0.828</metric>
    <metric name="fmaxAchievable" unit="MHz">548</metric>
    <metric name="timing.final.crit_period" unit="ps">1830</metric>
    <metric name="timing.final.setup_violations" unit="">2</metric>
    <metric name="slew_violations" unit="">0</metric>
    <metric name="rsz0062_at_grt" unit="">yes</metric>
    <metric name="finalClockPeriodUsage" unit="">1.01</metric>
    <metric name="worstMarginPinSlew" unit="ps">258</metric>
  </group>
  <group name="cells_and_area">
    <metric name="logic_area" unit="sq mm">0.00233</metric>
    <metric name="final_layout_size_suffix_gt1_frac" unit="">0.610</metric>
    <metric name="layout_area_growth_over_synthesis" unit="%">114</metric>
    <metric name="layout.clock_buffers" unit="">0</metric>
    <metric name="layout.sequential_cells" unit="">0</metric>
    <metric name="instances_no_fill" unit="">553</metric>
    <metric name="final_core_util" unit="">0.594</metric>
    <metric name="seq_area" unit="sq um">0</metric>
    <metric name="fillerInstances" unit="">585</metric>
  </group>
  <group name="die">
    <metric name="placeableCoreArea" unit="sq mm">0.00721</metric>
    <metric name="die_height" unit="microns">106</metric>
    <metric name="fp-row-count" unit="">31</metric>
    <metric name="initial_utilization" unit="">0.278</metric>
    <metric name="io_count" unit="">96</metric>
    <metric name="chip_area" unit="sq mm">0.0112</metric>
    <metric name="die_x" unit="microns">106</metric>
  </group>
  <group name="power_and_ir_drop">
    <metric name="p_comb_frac" unit="">1.000</metric>
    <metric name="worst_ir_drop_vdd" unit="uV">101</metric>
    <metric name="power.static_leakage" unit="nW">1.94</metric>
    <metric name="total_power" unit="uW">905</metric>
    <metric name="clock_power_share" unit="">0</metric>
    <metric name="p_sw_frac" unit="">0.417</metric>
    <metric name="pwr_cell_area" unit="mW/mm^2">211</metric>
    <metric name="power_report.internal_total" unit="uW">527</metric>
    <metric name="total_switching_power" unit="uW">377</metric>
    <metric name="pwr-share-seq" unit="">0</metric>
  </group>
  <group name="run">
    <metric name="stage_log_warnings" unit="">90</metric>
    <metric name="max_cap_violations" unit="">0</metric>
  </group>
  <group name="detailed_routing">
    <metric name="insertedDiodeCount" unit="">0</metric>
    <metric name="number_of_antenna_violating_nets_in_the_routed_design" unit="">0</metric>
    <metric name="drc" unit="">0</metric>
    <metric name="drt-pass1-iter-count" unit="">4</metric>
    <metric name="totalWireLength" unit="microns">7030</metric>
    <metric name="dr_vias" unit="">2538</metric>
    <metric name="detail_route.vias_per_cell" unit="">4.59</metric>
    <metric name="drt_first_iter_violations" unit="">76</metric>
    <metric name="wl_per_instance" unit="microns">12.7</metric>
  </group>
  <group name="synthesis">
    <metric name="syn_inst" unit="">271</metric>
    <metric name="synth_area_leader_cell" unit="">sky130_fd_sc_hd__ha_1</metric>
    <metric name="synthTopCellsByCount" unit="">56 x sky130_fd_sc_hd__ha_1, 39 x sky130_fd_sc_hd__inv_1, 34 x sky130_fd_sc_hd__a21oi_1, 20 x sky130_fd_sc_hd__nor2_1, 15 x sky130_fd_sc_hd__o21ai_0</metric>
    <metric name="yosys_warnings" unit="">0</metric>
    <metric name="ys_area" unit="sq mm">0.00201</metric>
    <metric name="top_cell_area_share" unit="">0.349</metric>
    <metric name="ys_cells" unit="">271</metric>
    <metric name="syn-cell-area" unit="sq mm">0.00201</metric>
    <metric name="yosysUniqueCellTypes" unit="">24</metric>
    <metric name="most_frequently_used_cell_type_in_the_post_synthesis_netlist" unit="">sky130_fd_sc_hd__ha_1</metric>
    <metric name="synth_seq_share" unit="">0</metric>
    <metric name="synth.avg_cell_area" unit="sq um">7.40</metric>
    <metric name="netlist_top_cells_area" unit="">sky130_fd_sc_hd__ha_1 35%, sky130_fd_sc_hd__a21oi_1 8.5%, sky130_fd_sc_hd__mux4_2 7.9%, sky130_fd_sc_hd__inv_1 7.3%, sky130_fd_sc_hd__mux2i_1 6.5%</metric>
  </group>
  <group name="placed_design">
    <metric name="post-dp-hpwl" unit="microns">5450</metric>
    <metric name="gpl.final_weighted_congestion" unit="">0.852</metric>
    <metric name="numPlacedInstances" unit="">531</metric>
    <metric name="place.port_buffers" unit="">88</metric>
  </group>
  <group name="worst_setup_path">
    <metric name="cp_max_fo" unit="">10</metric>
    <metric name="cp_slowest_stage_delay" unit="ps">260</metric>
    <metric name="endpoint_kind" unit="">output port</metric>
    <metric name="largest_delay_contributor_family_on_the_critical_path" unit="">buffers and inverters</metric>
    <metric name="critical_path_cell_by_cell" unit="">clkdlybuf4s15_2 -&gt; nand2b_4 -&gt; buf_4 -&gt; buf_4 -&gt; a21oi_1 -&gt; a21oi_1 -&gt; dlygate4sd2_1</metric>
    <metric name="timing.setup.critical_path_class" unit="">in -&gt; out</metric>
    <metric name="worst_ep_arrival_time" unit="ps">1470</metric>
    <metric name="critical_path_required" unit="ps">1440</metric>
    <metric name="critPathSlowestCell" unit="">sky130_fd_sc_hd__clkdlybuf4s15_2</metric>
    <metric name="sort_of_element_at_the_start_of_the_critical_path" unit="">primary input</metric>
    <metric name="critPathBufInv" unit="">4</metric>
  </group>
  <group name="min_path">
    <metric name="worst_hold_depth" unit="">4</metric>
    <metric name="worstHoldPathType" unit="">in -&gt; out</metric>
    <metric name="timing.hold.worst.start" unit="">bcd[27]</metric>
    <metric name="hold-path-endpoint" unit="">s7[1]</metric>
  </group>
  <group name="grt">
    <metric name="global_route_wire_length_before_repair" unit="microns">11800</metric>
    <metric name="grt_util_all_layers" unit="">0.119</metric>
    <metric name="grt_max_degree" unit="">13</metric>
    <metric name="grt_antenna_before_repair" unit="">0</metric>
    <metric name="globalRoute.totalOverflow" unit="">0</metric>
    <metric name="grt_pass1_vias" unit="">2589</metric>
  </group>
  <group name="status">
    <metric name="failing_checks" unit="">setup timing</metric>
    <metric name="status" unit="">complete, but fails checks</metric>
  </group>
</metrics>
power by group through the flow:
stage | registers (mW) | clock network (mW) | logic [mW]
after CTS | 0 | 0 | 0.868
after global routing | 0 | 0 | 1.00
final | 0 | 0 | 0.905
per-stage QoR:
step,hold slack (ps),TNS (ps),setup WS (ps),cell area [sq um]
2_1_floorplan,743,0,243,2010
3_3_place_gp,1810,-34230,-815,3590
3_5_place_dp,1800,-34300,-813,3590
4_1_cts,1260,-75.9,-46.5,4220
5_1_grt,1180,-265,-86.9,4290
6_report,1140,-43.2,-26.5,4290
area by class of cell:
type | instances | share of cell area
Multi-Input combinational cell | 218 | 0.545
Timing Repair Buffer | 195 | 0.382
Inverter | 41 | 0.0447
Tap cell | 99 | 0.0289
what timing repair did:
| action | in CTS | in global routing |
|---|---|---|
| buffers inserted | 24 | 0 |
| resized | 345 | 63 |
| pin swaps | 23 | 14 |
| setup endpoints to repair | 56 | 31 |
| hold buffers | 0 | 0 |
| cloned | 0 | 0 |
worst max path at each step:
| stage | to | start | slack [ps] | cells after the start |
|---|---|---|---|---|
| 5_1_grt | s2[6] | bcd[6] | -90 | 7 |
| 6_report | s2[6] | bcd[6] | -30 | 7 |
| 4_1_cts | s5[3] | bcd[18] | -50 | 5 |
placed cells by master, fill, tap and decap left out, types with 4 or more instances in the layout:
cell / instances
sky130_fd_sc_hd__buf_6: 33
sky130_fd_sc_hd__o21ai_0: 8
sky130_fd_sc_hd__a22oi_1: 7
sky130_fd_sc_hd__nor2b_2: 5
sky130_fd_sc_hd__a21oi_1: 21
sky130_fd_sc_hd__mux2_2: 4
sky130_fd_sc_hd__nor3b_2: 5
sky130_fd_sc_hd__nor2_1: 20
sky130_fd_sc_hd__inv_1: 10
sky130_fd_sc_hd__clkdlybuf4s15_2: 4
sky130_fd_sc_hd__a211oi_2: 6
sky130_fd_sc_hd__ha_1: 10
sky130_fd_sc_hd__a21oi_2: 13
sky130_fd_sc_hd__nand2_1: 12
sky130_fd_sc_hd__o21ai_1: 7
sky130_fd_sc_hd__a22o_1: 5
sky130_fd_sc_hd__mux4_2: 7
sky130_fd_sc_hd__clkbuf_2: 12
sky130_fd_sc_hd__ha_4: 26
sky130_fd_sc_hd__buf_8: 4
sky130_fd_sc_hd__buf_4: 84
sky130_fd_sc_hd__inv_2: 19
sky130_fd_sc_hd__buf_2: 14
sky130_fd_sc_hd__mux2i_1: 11
sky130_fd_sc_hd__ha_2: 20
sky130_fd_sc_hd__nor2b_1: 7
sky130_fd_sc_hd__dlygate4sd2_1: 33
sky130_fd_sc_hd__inv_4: 9
sky130_fd_sc_hd__clkdlybuf4s15_1: 11
per-layer routing:
| layer | part of all wire | track usage |
|---|---|---|
| met5 | 0 | 0 |
| met4 | 0 | 0.00193 |
| met3 | 0.055 | 0.0183 |
| met2 | 0.47 | 0.204 |
| met1 | 0.48 | 0.163 |
tightest hold or removal path, stage by stage:
cell                       delay (ps)
sky130_fd_sc_hd__clkbuf_2         120
sky130_fd_sc_hd__mux2_4           160
sky130_fd_sc_hd__a21oi_2           50
sky130_fd_sc_hd__clkbuf_2          90
cells by family (layout without fill, tap and decap cells):
logic type      Yosys count  in the layout  share of synthesized area
fa+ha+maj                56             56                      0.349
buf+inv                  53            236                      0.105
mux                      25             25                      0.172
compound gates           71             71                      0.210
simple gates             66             66                      0.164
Power figures rest on the tool's default switching activity, not on a simulated workload.
